===== flow/constraint.sdc =====
current_design rcv_usb

set clk_period 6.4
set clk_io_pct 0.2

create_clock -name clk0 -period $clk_period [get_ports {clk60}]

set non_clock_inputs [all_inputs -no_clocks]
set_input_delay [expr $clk_period * $clk_io_pct] -clock clk0 $non_clock_inputs
set_output_delay [expr $clk_period * $clk_io_pct] -clock clk0 [all_outputs]

===== flow/config.mk =====
export PLATFORM = sky130hd
export DESIGN_NAME = rcv_usb
export DESIGN_NICKNAME = rcv_usb
export VERILOG_FILES = /design/flow/design.v
export SDC_FILE = /design/flow/constraint.sdc
export NUM_CORES = 4
export LEC_CHECK = 1
export CORE_UTILIZATION = 40

===== flow/design.v =====
module rcv_usb(clk60,   
               rst_n,
               dp,
               dm,
               full_speed,
               data_out,
               d_v,
               nack,
               ack,
               stall,
               err,
               usb_rst,
               s_time,
               pid0,
               pid1,
               pid2,
               pid3
              );
parameter MAX_CYCLES=4;
input         clk60;   
input         rst_n;
input         dp;
input         dm;
input         full_speed;
output[63:0]  data_out   ;
output        d_v;
output        nack;
output        stall;
output        ack;
output        err;
output        usb_rst;
output        s_time;
output        pid0;
output        pid1;
output        pid2;
output        pid3;
reg[63:0] data_out;
reg       d_v;
reg       nack;
reg       ack;
reg       stall;
reg       err;
reg       usb_rst;
reg[3:0]  pid  ;
reg[79:0] cap_data    ;
reg[15:0] crc_data ;
reg[6:0]  cap_cnt;
reg[6:0]  cap_crc_cnt;
reg[5:0]  ones_cnt;
reg[6:0]  data_cnt  ;
reg       xfer_done;
reg       data_start;
wire      cap_active;
reg[6:0]  addr;
reg[3:0]  end_pt;
reg[7:0] sync_bits;
reg[5:0] cycle_time;
wire     new_xfer;
reg       sample0;
reg       sample1;
reg       usb_data;
reg[15:0] bit_cnt;
always @(posedge clk60) begin
  if(!rst_n) begin
     data_out <= 64'h0;
     d_v      <= 0;
     nack     <= 0; 
     stall    <= 0;
     ack      <= 0; 
     err      <= 0;
  end else begin
     if(xfer_done==1) begin
        data_out <= (data_cnt=='h56) ? cap_data[63:0] : {32'h0, cap_data[63:32]};
        d_v      <= (pid == 3 || pid==11);   
        ack      <=  pid == 2;                 
        nack     <=  pid == 10;                
        stall    <=  pid == 14;                
        err      <=  0;
     end else begin
        d_v  <=  0;
        ack  <=  0;
        nack <=  0;
        stall <= 0;
        err  <=  0;
     end
  end
end
reg  dp_d,dp_d1,dp_d2,dp_d3;
reg  dm_d,dm_d1,dm_d2,dm_d3;
reg  pre_xfer_active;
reg  pre_xfer_active1;
reg  xfer_active;
reg  xxfer_active;
reg  xfer_active_dly;
reg xfer_start;
reg [21:0] usb_rst_cnt;
always @(posedge clk60) begin
   if(!rst_n) begin
      usb_rst <= 0;
      usb_rst_cnt <= 0;
   end else begin
      usb_rst <= (usb_rst_cnt >= 22'h325AA0) ? 1'b1 : 1'b0;   
      if( dp_d2 == 0 && dm_d2==0) begin 
         usb_rst_cnt <= (usb_rst_cnt != 22'h325AA0) ? usb_rst_cnt+1 : 22'h325AA0;
      end else begin
         usb_rst_cnt <= 0;
      end
   end  
end
always @(posedge clk60) begin
   xfer_start  <=  dp_d2==0 && dm_d2==1 && (dp_d3 != dp_d2 )&& xfer_active==0 && rst_n==1;
end
assign s_time = cycle_time==1;
assign pid0 = ^sync_bits;
assign pid1 = 0;  
assign pid2 = xxfer_active;
assign pid3 = cycle_time[5];
always @(posedge clk60) begin
  dm_d3 <= dm_d2;
  dm_d2 <= dm_d1;
  dm_d1 <= dm_d;
  dm_d  <= dm;
  dp_d3 <= dp_d2;
  dp_d2 <= dp_d1;
  dp_d1 <= dp_d;
  dp_d  <= dp;
end
always @(posedge clk60) begin
  xfer_active_dly <=  xfer_active;
  if(!rst_n) begin
     pre_xfer_active <= 0;
     xfer_active_dly <=0;
     pre_xfer_active <= 0;
     pre_xfer_active1 <= 0;
  end else begin
     xfer_active <= xfer_start            ? 1'b1 : ((dp_d2==0 && dm_d2==0) && (cycle_time==1) )  ? 0 : xfer_active;
     xxfer_active <= (sync_bits[4:0]==1 ) ? 1'b1 : ((dp_d2==0 && dm_d2==0) && (cycle_time==1) )  ? 0 : xxfer_active;
  end
end
assign   new_xfer = (dp_d2 != dp_d3);
always @(posedge clk60) begin
   if(!rst_n) begin
      cycle_time <= 0 ;
      sync_bits <= 255;
   end else begin
      cycle_time <= (xfer_start || (xfer_active==1 && cycle_time>=MAX_CYCLES) || new_xfer ) ? 0 : (xfer_active==0) ? MAX_CYCLES : cycle_time+1;
      sync_bits <= (bit_cnt>10) ? 255 : (s_time==1) ? {sync_bits[6:0], (dp_d2== sample0 && dm_d2==sample1 && dp_d2 != dm_d2)  } :  sync_bits;
   end
end
always @(posedge clk60) begin
  bit_cnt <=   xxfer_active==0 ? 8 : ( cycle_time==2 ) ? bit_cnt+1 : bit_cnt;
  if( cycle_time==1 ) begin
     sample0 <= dp_d2;
     sample1 <= dm_d2;
     usb_data <= (dp_d2== sample0 && dm_d2==sample1 && dp_d2 != dm_d2) ? 1 : 0;
  end 
end
wire   sync;
wire   pid0;
wire   pid1;
wire   pid2;
wire   pid3;
always @(posedge clk60) begin
  if(cycle_time==1) begin
     if(bit_cnt<9) begin
        pid    <=0;
        addr   <=0;
        end_pt <=0;
     end else begin
        if(bit_cnt==9  ) pid[0] <= usb_data;
        if(bit_cnt==10 ) pid[1] <= usb_data;
        if(bit_cnt==11 ) pid[2] <= usb_data;
        if(bit_cnt==12 ) pid[3] <= usb_data;
        if(bit_cnt==17 && pid[1:0]==2'b01) addr[0] <= usb_data;
        if(bit_cnt==18 && pid[1:0]==2'b01) addr[1] <= usb_data;
        if(bit_cnt==19 && pid[1:0]==2'b01) addr[2] <= usb_data;
        if(bit_cnt==20 && pid[1:0]==2'b01) addr[3] <= usb_data;
        if(bit_cnt==21 && pid[1:0]==2'b01) addr[4] <= usb_data;
        if(bit_cnt==22 && pid[1:0]==2'b01) addr[5] <= usb_data;
        if(bit_cnt==23 && pid[1:0]==2'b01) addr[6] <= usb_data;
        if(bit_cnt==24 && pid[1:0]==2'b01) end_pt[0] <= usb_data;
        if(bit_cnt==25 && pid[1:0]==2'b01) end_pt[1] <= usb_data;
        if(bit_cnt==26 && pid[1:0]==2'b01) end_pt[2] <= usb_data;
        if(bit_cnt==27 && pid[1:0]==2'b01) end_pt[3] <= usb_data;
     end
  end
end
assign cap_active =  xfer_active==1 && ( pid==3 || pid== 11) &&  (cycle_time==1 ) &&
                     (bit_cnt>='h11 && bit_cnt<='h61 );
always @(posedge clk60) begin
  if(!rst_n || bit_cnt<9) begin
     xfer_done <= 0;
     data_start <= 0;
     cap_data[79:0] <= 80'hffffffffffffffffffff;
     crc_data <= 16'h0000;
     ones_cnt <= 6'h00; 
     data_cnt <= 7'h00;
  end else begin
     if( xfer_active==1 && ( pid==3 || pid== 11) &&  (cycle_time==1) ) begin
        ones_cnt[5:0]  <= { ones_cnt[4:0], usb_data };
        cap_data[79:0] <= ( bit_cnt>='h11 && ones_cnt!=6'h3f ) ? {usb_data, cap_data[79:1] } : cap_data[79:0];
        if(ones_cnt!=6'h3f) data_cnt <= data_cnt+1;
        crc_data[15:0] <= (bit_cnt>='h51 && bit_cnt<='h60 ) ? {usb_data, crc_data[15:1] } : crc_data[15:0];
     end
     xfer_done    <=  (xfer_active==0 && xfer_active_dly==1 )  ?  1'b1 : 1'b0;
     data_start <= (( xfer_active==1 && ( pid==3 || pid== 11) &&  cycle_time==1 ) &&  bit_cnt== 14 ) ?  1'b1 : 1'b0;
  end
end
endmodule

===== flow/run.sh =====
#!/bin/bash
# OpenROAD 26Q1-2900-gdf79404cd8, Yosys 0.63+post, stock flow scripts
make -C /OpenROAD-flow-scripts/flow DESIGN_CONFIG=/design/flow/config.mk WORK_HOME=/design/flow/orfs finish

==> flow_summary.json <==
{
  "rr_startpoint": "cycle_time[5]$_SDFF_PP0_",
  "syn_area_sq_um": 9790,
  "startpoint_type": "register",
  "fillerInstances": 2174,
  "top_area_cell": "dfxtp_1",
  "arrival_ps": 2550,
  "clk_path_buf_depth": 3,
  "synth.most_common_cell": "dfxtp_1",
  "finalHoldViolCount": 0,
  "tightest_slew_ps": 793,
  "slew-limit-headroom_pct": 47.1,
  "die_h_um": 158,
  "reg2reg_to": "cap_data[71]$_SDFFE_PP1P_",
  "antenna_found_initial": 0,
  "grt_pass1_wl_mm": 37.0,
  "grt_pass1_vias": 7199,
  "cellPowerDensity_nw_per_um2": 264,
  "firstDrtPassIters": 4,
  "dr_total_vias": 7890,
  "post_cts_buffers": 0,
  "syn2layout_area_growth_pct": 19.2,
  "ys_async_sr_fraction_pct": 0,
  "dieWidth_um": 158,
  "edf_count": 9,
  "routedWlPerCell_um": 15.3,
  "p_leak_uw": 0.00442,
  "remaining_drc_errors": 0,
  "min_period_ps": 3830,
  "yosys-stat-area_sq_um": 9790,
  "worstPathRequired_ps": 5120,
  "ys_types": 53,
  "ys.flops": 233,
  "htreeDepth": 1,
  "synth_top_area_share_pct": 45.8,
  "maxCapViolations": 0,
  "fin_total_pwr_uw": 3080,
  "fin_crit_sh_pct": 59.9,
  "reg2reg_slack_ps": 3760,
  "min_delay_worst_endpoint": "dm_d2$_DFF_P_",
  "dp_hpwl_mm": 13.0,
  "numPortBuffers": 76,
  "design.core.area_sq_um": 23800,
  "setup_tns_ps": 0,
  "critPathMaxFanout": 16,
  "fp_util_pct": 41.2,
  "synth_sequential_area_ratio_pct": 48.5,
  "fmax_mhz": 261,
  "setup_viol": 0,
  "rows": 56,
  "cp_slowest_cell": "clkdlybuf4s50_1",
  "r2r.worst_path.cells": 7,
  "grt_max_degree": 73,
  "die_area_sq_um": 25100,
  "rsz0062_at_grt": "no",
  "overflow": 0,
  "gp_congestion": 0.805,
  "ctsHoldBuffers": 0,
  "cp_cell_sequence": "nor4_2 -> buf_4 -> nand2_1 -> inv_1 -> clkdlybuf4s50_1",
  "slew_violations": 0,
  "status": "finished, final reports clean",
  "finClkSkew_ps": 11.3,
  "routed_wl_mm": 22.5,
  "ys_warn_count": 1,
  "cts_resized": 0,
  "warnings": 36,
  "hp-class": "reg -> reg",
  "hp-start": "dm_d1$_DFF_P_",
  "drive_gt1_share_pct": 7.13,
  "numCtsBuffers": 27,
  "path_clk_slew_ps": 60,
  "drt_first_iter_violations": 567,
  "ios": 80,
  "clkSinkCount": 233,
  "ant_nets": 0,
  "ir_drop_uv": 156,
  "max_stage_delay_ps": 570,
  "viasPerCell": 5.37,
  "grt.total_usage_pct": 18.6,
  "crit_type": "reg -> out",
  "synth_stat.cells": 1095,
  "topCellsByArea": "dfxtp_1 46%, o31ai_1 5.1%, o211ai_1 4.8%",
  "ys.flop_type": "dfxtp_1",
  "root_buffer": "clkbuf_16",
  "clk_latency_ps": 520,
  "worst_slack_ps": 2570,
  "pre_cts_slack_ps": 3040,
  "top_cells_by_count": "224 x dfxtp_1, 109 x nand2_1, 82 x inv_1",
  "cts_tree": "done",
  "syn_inst": 1095,
  "postSynthAreaPerCell_sq_um": 8.94,
  "whs_path_depth": 0,
  "critPathCaptureType": "output pin",
  "n_antenna_cell": 0
}
==> worst max-delay path, delay by kind of cell (launching register included) <==
family                 cells  cell delay (ps)
DFF                        1              330
buffers and inverters      3             1250
and+or+nand+nor            2              470
==> per-stage QoR <==
| step | std cells | hold slack, ps | util, % | instance area (sq um) |
|---|---|---|---|---|
| detailed placement | 1421 | 312 | 45.2 | 10700 |
| floorplan | 1099 | 310 | - | 9810 |
| global placement | 1421 | 310 | 45.2 | 10700 |
| CTS | 1469 | 328 | 49.1 | 11700 |
| finish | 1469 | 326 | 49.1 | 11700 |
| global route | 1469 | 341 | 49.1 | 11700 |
==> kinds of logic (layout without fill, tap and decap cells) <==
family / after synthesis / count (layout) / synth area share (%)
and+or+nand+nor: 350 / 350 / 18.1
AOI/OAI and AO/OA: 290 / 290 / 21.3
DFF: 233 / 233 / 48.5
buffers and inverters: 173 / 224 / 7.03
xor gates and xnor gates: 29 / 29 / 2.59
adders and majority gates: 16 / 16 / 2.04
muxes: 3 / 3 / 0.307
other: 1 / 5 / 0.0383
==> routing by layer <==
metal / GRT usage, % / wire length, um / up-vias
met5: 0 / 0 / -
met4: 3.07 / 369 / 0
met3: 2.44 / 853 / 23
met2: 27.8 / 9960 / 145
met1: 30.1 / 11300 / 3721
li1: - / - / 4001
==> sequential cells by signal (all words and copies together) (netlist names), 4 cells and up <==
register	flops
ones_cnt	6
sync_bits	8
bit_cnt	16
usb_rst_cnt	22
pid	4
cap_data	80
cycle_time	6
data_cnt	7
data_out	64
==> cells in the final DEF (no fill, tap or decap), drive strengths merged, types with 18 or more instances in the layout <==
| master | Yosys | final |
|---|---|---|
| nand3 | 61 | 61 |
| nand2 | 109 | 109 |
| a211o | 22 | 22 |
| clkdlybuf4s50 | 0 | 76 |
| nand2b | 35 | 35 |
| inv | 82 | 82 |
| a31oi | 22 | 22 |
| a311oi | 33 | 33 |
| o211ai | 62 | 62 |
| clkbuf | 59 | 37 |
| xnor2 | 21 | 21 |
| dfxtp | 224 | 224 |
| o31ai | 67 | 67 |
| buf | 32 | 18 |
| nor2 | 62 | 62 |
| a21oi | 65 | 65 |
==> cell type report <==
| class | count | area, sq um | share of cell area [%] |
|---|---|---|---|
| timing repair buffer | 94 | 896 | 7.67 |
| multi-input combinational | 693 | 4380 | 37.5 |
| clock buffer | 37 | 773 | 6.62 |
| inverter | 82 | 308 | 2.64 |
| tap | 319 | 399 | 3.42 |
| sequential | 233 | 4760 | 40.8 |
| clock inverter | 11 | 159 | 1.36 |
==> worst max path at each step <==
stage                             from      to  slack [ps]  cells past startpoint
global route  cycle_time[5]$_SDFF_PP0_  s_time        2380                      5
finish        cycle_time[5]$_SDFF_PP0_  s_time        2570                      5
CTS           cycle_time[5]$_SDFF_PP0_  s_time        2530                      5
==> power by group <==
part           internal [uW]  switching (uW)
registers               1460            3.04
clock network           1000             594
logic                   8.13            16.2
Power is estimated from default activity; no workload was simulated.
