## constraint.sdc

```tcl
current_design drv_usb

set clk_period 4.5
set clk_io_pct 0.2

create_clock -name clk0 -period $clk_period [get_ports {clk60}]

set non_clock_inputs [all_inputs -no_clocks]
set_input_delay [expr $clk_period * $clk_io_pct] -clock clk0 $non_clock_inputs
set_output_delay [expr $clk_period * $clk_io_pct] -clock clk0 [all_outputs]
```

## run.sh

```bash
#!/bin/bash
# OpenROAD 26Q1-2900-gdf79404cd8, Yosys 0.63+post, stock flow scripts
make -C /OpenROAD-flow-scripts/flow DESIGN_CONFIG=/design/flow/config.mk WORK_HOME=/design/flow/orfs finish
```

## config.mk

```make
export PLATFORM = sky130hd
export DESIGN_NAME = drv_usb
export DESIGN_NICKNAME = drv_usb
export VERILOG_FILES = /design/flow/design.v
export SDC_FILE = /design/flow/constraint.sdc
export NUM_CORES = 4
export LEC_CHECK = 1
export CORE_UTILIZATION = 50
```

## design.v

```verilog
module crc(
  input [0:0] data_in,
  input crc_en,
  output [15:0] crc_out,
  input rst,
  input clk);
  reg [15:0] lfsr_q,lfsr_c;
  assign crc_out = ~{lfsr_q[0], lfsr_q[1], lfsr_q[2], lfsr_q[3],lfsr_q[4], lfsr_q[5],lfsr_q[6], lfsr_q[7],
                     lfsr_q[8], lfsr_q[9], lfsr_q[10], lfsr_q[11], lfsr_q[12], lfsr_q[13], lfsr_q[14], lfsr_q[15]
                    };
  always @(*) begin
    lfsr_c[0] = lfsr_q[15] ^ data_in[0];
    lfsr_c[1] = lfsr_q[0];
    lfsr_c[2] = lfsr_q[1] ^ lfsr_q[15] ^ data_in[0];
    lfsr_c[3] = lfsr_q[2];
    lfsr_c[4] = lfsr_q[3];
    lfsr_c[5] = lfsr_q[4];
    lfsr_c[6] = lfsr_q[5];
    lfsr_c[7] = lfsr_q[6];
    lfsr_c[8] = lfsr_q[7];
    lfsr_c[9] = lfsr_q[8];
    lfsr_c[10] = lfsr_q[9];
    lfsr_c[11] = lfsr_q[10];
    lfsr_c[12] = lfsr_q[11];
    lfsr_c[13] = lfsr_q[12];
    lfsr_c[14] = lfsr_q[13];
    lfsr_c[15] = lfsr_q[14] ^ lfsr_q[15] ^ data_in[0];
  end  
  always @(posedge clk, posedge rst) begin
    if(rst) begin
      lfsr_q <= {16{1'b1}};
    end
    else begin
      lfsr_q <= crc_en ? lfsr_c : lfsr_q;
    end
  end  
endmodule  
module drv_usb(clk60,
                dp_o,
                dm_o,
                dout_en,
                idle,
                rst_n,
                full_speed,
                snd,
                cmd_done,
                dev_rst,
                stat,
                pid,
                addr,
                end_pt,
                data
             );
parameter MAX_CYCLES=4;  
input       clk60;
input       rst_n;
output      dp_o;
output      dm_o;
output      dout_en;
output      idle;
output      cmd_done;
input       full_speed;
input       snd;
input       dev_rst;
input       stat;
input[3:0]  pid;
input[6:0]  addr;
input[3:0]  end_pt;
input[63:0] data;
wire[3:0] pid;
reg[5:0]  clk_cycle;
reg[15:0] bit_cnt;
reg       dp_o;
reg       dm_o;
reg       dout_en;
reg       idle;
reg       do_sof;
reg       snd_pending;
reg       snd_clr;
reg[3:0]  sync_cnt;
reg[7:0]  cnt;
reg[5:0]  ones_cnt;
reg[15:0] sof_cnt;
reg       cmd_done;
reg       snd_r;
reg       dev_rst_r;
reg       stat_r;
reg[7:0]  sync_r;
reg[7:0]  sof_r;
reg[7:0]  pid_r;
reg[15:0] token_r;
reg[3:0]  end_pt_r;
reg[79:0] data_r;
reg[20:0]  dev_rst_cnt;
reg[14:0]  keep_alive_cnt;
reg[3:0]   state;
reg crc4;
reg crc3;
reg crc2;
reg crc1;
reg crc0;
reg[3:0] znt;
reg[5:0] pop_cnt;
parameter [3:0] IDLE     =0,
                SYNC     =1,
                PID      =2,
                ADDR     =3,
                END_PNT  =4,
                TOKEN    =5,
                DATA     =6,
                HAND_SHK =7,
                STOP     =8,
                DEV_RST  =9,
                STAT     =10,
                GO_SOF_D =12;
reg [7:0]  dznt;
reg [15:0] crc16_cap;
wire [15:0] crc16_out;
wire        crc_en;
always @(posedge clk60) begin
   if(~rst_n) begin
      pid_r     <=0;
      token_r   <= 0;
      end_pt_r  <=0;
      data_r    <= 80'h0;
      sync_r    <= 8'h80;
      sof_r     <= 8'hA5;   
      dev_rst_r <= 0;
      stat_r    <= 0;
   end else begin
      snd_r <= snd;
      if(snd==1) begin
         dev_rst_r <= dev_rst;
         pid_r    <= {~pid[3],~pid[2],~pid[1],~pid[0], pid[3],pid[2],pid[1],pid[0]};
         token_r  <= {5'h00 , end_pt, addr};
         data_r[63:0] <= data;
         stat_r       <= stat;
      end
      if(state==DEV_RST) begin
         dev_rst_r <= 0;
      end
      if(state==TOKEN && cnt==2) begin
         token_r[15:11] <= {crc0,crc1,crc2,crc3,crc4};
      end
   end
end
always @(posedge clk60) begin
   if(~rst_n) begin
      clk_cycle <= 0;
   end else begin
      clk_cycle <= (clk_cycle==MAX_CYCLES) ? 0 :clk_cycle+1;
   end
end
always @(posedge clk60) begin
   snd_pending <= (rst_n==0 || (snd_clr==1 && clk_cycle!= MAX_CYCLES) ) ? 0 : snd==1 ? 1 : snd_pending;
end
always @(posedge clk60) begin
   if(~rst_n) begin
      state    <= IDLE;
      snd_clr  <= 0; 
      sync_cnt <= 8;
      dout_en <= 0;
      dp_o <= 1;   
      dm_o <= 0;   
      cnt  <= 0;
      dev_rst_cnt <=0;
      keep_alive_cnt <=0;
      ones_cnt <= 0;
      idle <= 0;
      cmd_done <=0;
      do_sof <=0;
   end else begin
      snd_clr <= 0; 
      cmd_done <=0;
      if(clk_cycle==MAX_CYCLES) begin
         idle <= 0;
         case(state) 
           IDLE: begin
                    do_sof <= 0;
                    idle <= 1'b1;
                    keep_alive_cnt <= (keep_alive_cnt != 15'h2EDF) ? keep_alive_cnt+1 : 15'h2EDF;
                    if((keep_alive_cnt==15'h2EDF) && (snd_pending==0) && (snd_r ==0 )) begin
                       sof_cnt <= sof_cnt+1;
                       do_sof <=1;
                       state <= SYNC;
                       sync_cnt <= 0;
                       dout_en <= 1;
                    end
                    if( (snd_pending==1 || snd_r==1) && dev_rst_r==0 ) begin
                       state <= SYNC;
                       snd_clr <= 1; 
                       sync_cnt <= 0;
                       dout_en <= 1;
                    end
                    if( (snd_pending==1 || snd_r==1) && dev_rst_r==1 ) begin
                       state <= DEV_RST;
                       dev_rst_cnt <= 21'h2_77e4;  
                       snd_clr <= 1; 
                       dout_en <= 1;
                       dp_o <= 0;
                       dm_o <= 0;
                    end
                 end  
           SYNC: begin     
                    if(sync_r[sync_cnt]==0) begin
                       dout_en <= 1;
                       dp_o <= ~dp_o;
                       dm_o <= ~dm_o;
                    end
                    if(sync_cnt == 7 ) begin
                       cnt <= 0;
                       state<=PID;
                    end 
                    sync_cnt <= sync_cnt+1;
                 end  
           PID: begin
                   if((do_sof==0 && pid_r[cnt]==0) || (do_sof==1 && sof_r[cnt]==0) ) begin
                      dout_en <= 1;
                      dp_o <= ~dp_o;
                      dm_o <= ~dm_o;
                   end
                   if(cnt !=7) begin
                      cnt <= cnt+1; 
                   end else begin
                      cnt <= 0;
                      case({do_sof,pid_r[1:0]}) 
                        3'b000:  begin  
                                   state <= STOP;
                                end
                        3'b001:  begin  
                                   state <= TOKEN;
                                end
                        3'b010:  begin  
                                   state <= STOP;
                                end
                        3'b011:  begin  
                                   if(stat_r ==0) begin
                                      state <= DATA;
                                   end else begin
                                      state <= STAT;
                                   end
                                end
                        3'b100:  begin  
                                     state <= GO_SOF_D;
                                 end
                        3'b101:  begin  
                                     state <= GO_SOF_D;
                                 end
                        3'b110:  begin  
                                     state <= GO_SOF_D;
                                 end
                        3'b111:  begin  
                                     state <= GO_SOF_D;
                                 end
                      endcase
                   end
                end  
            TOKEN: begin
                      ones_cnt <= 0;
                      if(token_r[cnt]==0) begin
                         dout_en <= 1;
                         dp_o <= ~dp_o;
                         dm_o <= ~dm_o;
                      end
                      if(cnt !=  15) begin
                         cnt <= cnt+1;
                      end else begin
                         do_sof <= 0;
                         cnt  <= 0;
                         state <= STOP;
                      end
                   end 
            DATA: begin
                     ones_cnt[5:0] <= (cnt<64) ? {ones_cnt[4:0], data_r[cnt]} : {ones_cnt[4:0], crc16_cap[cnt-64]};
                     if((data_r[cnt]==0 && cnt<64) || (crc16_cap[cnt-64]==0 && cnt>=64) || (ones_cnt==6'h3f)) begin
                        dout_en <= 1;
                        dp_o <= ~dp_o;
                        dm_o <= ~dm_o;
                        ones_cnt <= 0;
                     end else begin
                       ones_cnt[5:0] <= (cnt<64) ? {ones_cnt[4:0], data_r[cnt]} : {ones_cnt[4:0], crc16_cap[cnt-64]};
                     end
                     if(cnt !=  79 )begin
                        if(ones_cnt!=6'h3f ) begin
                           cnt <= cnt+1;
                        end
                     end else begin
                        cnt  <=0;
                        state <= STOP;
                     end
                  end 
            HAND_SHK: begin
                      end
             STOP: begin
                        cnt <= cnt+1;
                        case(cnt) 
                           0: begin
                                 dout_en <= 1;
                                 dp_o <= 0;
                                 dm_o <= 0;
                              end
                           1: begin
                                 keep_alive_cnt <=0;
                                 dout_en <= 1;
                                 dp_o <= 1;   
                                 dm_o <= 0;   
                              end
                           2: begin
                                 keep_alive_cnt <=0;
                                 dout_en <= 1;
                                 dp_o <= 1;   
                                 dm_o <= 0;   
                              end
                           3: begin
                                 keep_alive_cnt <=0;
                                 dout_en <= 1;
                                 dp_o <= 1;   
                                 dm_o <= 0;   
                              end
                           4: begin
                                 keep_alive_cnt <=0;
                                 dout_en <= 0;
                                 dp_o <= 1;   
                                 dm_o <= 0;   
                              end
                           5: begin
                                 cmd_done <=1;
                                 cnt <= 0;
                                 state <= IDLE;
                              end
                        endcase
                   end
             DEV_RST: begin
                         dev_rst_cnt <= (dev_rst_cnt!=0) ? dev_rst_cnt-1: 0;
                         dout_en  <= 1;
                         dp_o     <= 0;  
                         dm_o     <= 0;
                         cmd_done <= 0;
                         if(dev_rst_cnt==1) begin
                            cnt      <= 0;
                            cmd_done <=1;
                            state    <= IDLE;
                         end
                         if(dev_rst_cnt<3) begin
                            keep_alive_cnt <=0;
                            cnt     <= 0;
                            dout_en <= 0;
                            dp_o    <= 1;  
                            dm_o    <= 0;  
                         end
                      end 
            STAT: begin
                     dout_en <= 1;
                     dp_o <= ~dp_o;
                     dm_o <= ~dm_o;
                     if(cnt !=  15) begin
                        cnt <= cnt+1;
                     end else begin
                        cnt  <=0;
                        state <= STOP;
                     end
                  end
            GO_SOF_D: begin
                         do_sof <= 0;
                         ones_cnt[5:0] <= {ones_cnt[4:0], sof_cnt[cnt]};
                         if(cnt==3) sof_cnt[15:11] <= {crc0,crc1,crc2,crc3,crc4};
                         if( (sof_cnt[cnt]==0 )  || (ones_cnt==6'h3f)) begin
                            dout_en <= 1;
                            dp_o <= ~dp_o;
                            dm_o <= ~dm_o;
                            ones_cnt <= 0;
                         end else begin
                           ones_cnt[5:0] <= {ones_cnt[4:0], sof_cnt[cnt]} ;
                         end
                         if(cnt < 16   )begin
                            if(ones_cnt!=6'h3f ) begin
                               cnt <= cnt+1;
                            end
                         end else begin
                            dp_o <= 0;
                            dm_o <= 0;
                            cnt  <=0;
                            state <= STOP;
                         end
                      end
         endcase
      end  
   end
end
wire crc_in = (state!= GO_SOF_D ) ? token_r[znt] : sof_cnt[znt] ;
always @(posedge clk60) begin
   if( state==TOKEN || state==GO_SOF_D ) begin
      pop_cnt <= {pop_cnt[4:0], crc_in};
      if( znt != 11) begin
         crc4 <= crc3;
         crc3 <= crc2;
         crc2 <= ~(crc1 ^ crc4 ^ crc_in);
         crc1 <= crc0;
         crc0 <= crc4 ^ crc_in;
       end
      znt <= (znt!=11) ? znt+1 : 11;
   end else begin
      pop_cnt <= 6'h01;   
      znt <= 0;
      crc4 <= 0;
      crc3 <= 0;
      crc2 <= 0;
      crc1 <= 0;
      crc0 <= 0;
   end
end
always @(posedge clk60) begin
   case(state) 
       DATA: begin
                dznt <= (dznt!=64) ? dznt+1 : 64;
                if(dznt==64) crc16_cap <= crc16_out;
             end
      GO_SOF_D: begin
                   dznt <= (dznt!=11) ? dznt+1 : 11;
                   if(dznt==11) crc16_cap <= crc16_out;
                end
      default: begin
                  dznt <= 0;
                  crc16_cap <=0;
               end
   endcase
end
assign crc_en = ((dznt>=0 && dznt<=63) && state==DATA) ? 1'b1 : 
                ((dznt>=0 && dznt<=10) && state==GO_SOF_D ) ? 1'b1 : 1'b0 ;
crc crc_inst(.clk (clk60),
          .crc_en (crc_en),
          .crc_out (crc16_out),
          .rst     (state==PID && cnt==2),
          .data_in (data_r[dznt])
         );
endmodule
```

==> flow_metrics.tcl <==
# place-and-route summary
set metrics [dict create \
    startpoint_type "flop" \
    drt_first_pass_iters 5 \
    cts_tree "yes" \
    wl_met3_um 1204 \
    vdd_drop_max_mv 0.3188 \
    cts_root_buffer "clkbuf_16" \
    slew_violations 0 \
    cts_setup_buffers 0 \
    max_slew.worst_pin.slew_ns 0.8339 \
    hp-class "reg2reg" \
    drc_errors 0 \
    utilization 0.5927 \
    crit_required_ns 4.96 \
    grt_usage 0.2477 \
    logic_area_um2 6426 \
    chipArea_um2 24540 \
    port_buffers 88 \
    synth_area_um2 11960 \
    critPathArrivalTime_ns 3.60 \
    wl_met2_um 13260 \
    critPathTopFamily "multiplexers" \
    drt-initial-drc-count 579 \
    clk_latency_ns 0.53 \
    area_leaders "dfxtp_1 (31%), mux4_2 (9.0%), mux2i_1 (8.6%)" \
    reg2reg_slack_ns 1.36 \
    top_cells_by_count "nor2_1 (197), dfxtp_1 (184), mux2i_1 (103)" \
    crit_path_end_kind "flop" \
    routed.top_layer "met4" \
    seq_area_um2 5097 \
    area_growth_pct 16.34 \
    ys.flops 233 \
    detail-route-antenna-nets 0 \
    crit_buf_inv 1 \
    yosys.area.top_type "dfxtp_1" \
    dp_hpwl_um 19040 \
    fin_worst_skew_ns 0.008605 \
    grt_pass1_wl_um 45860 \
    gr-total-overflow 0 \
    p_leak_nw 5.365 \
    clock_path_buffers 3 \
    hold_end "snd_pending" \
    netlist_instances 1235 \
    core_area_um2 23470 \
    flop_cell "dfxtp_1" \
    r2r.worst_path.cells 8 \
    cts-htree-levels 1 \
    avgSynthCellArea_um2 9.682 \
    finalHoldViolCount 0 \
    via_count 9213 \
    crit_type "reg2reg" \
    yosys_warnings 2 \
    critPathSlowestCell "dfxtp_2" \
    max_cap_viol_count 0 \
    async_flop_share 0.06867 \
    viasPerCell 5.631 \
    critical_path.cell_chain "buf_4 > mux4_2 > mux2_2 > nand2_1 > a32oi_1 > o21ai_1 > and3_1 > mux2i_1" \
    cp_max_fo 22 \
    n_antenna_cell 0 \
    p_per_area_nw_per_um2 327.5 \
    post-route-min-period_ns 3.143 \
    rows 56 \
    nFillCells 2005 \
    min_from "snd_clr" \
    numCtsBuffers 26 \
    warning_count 33 \
    finalSetupViolCount 0 \
    drt_wl_total_um 28190 \
    top_area_frac 0.3080 \
    grt_pass1_vias 8681 \
    r2r_start "cnt[1]" \
    relSlewSlack 0.4407 \
    avgRoutedWirePerCell_um 17.23 \
    ys_cells 1235 \
    yosysSeqAreaShare 0.4261 \
    die_w_um 156.6 \
    pin_count 90 \
    synth.yosys.chip_area_um2 11960 \
    die-height_um 156.6 \
    clkTransAtPathRegs_ns 0.06 \
    antenna_found_initial 0 \
    setup-tns-final_ns 0 \
    grt_max_degree 79 \
    r2r-end "dm_o" \
    rsz0062_at_grt "no" \
    drive_above_1_share 0.1268 \
    status "finished, final reports clean" \
    core_util_floorplan 0.5094 \
    cp_slowest_stage_delay_ns 0.80 \
    min_path_cells 1 \
    cts_hold_buf 0 \
    cts_resized 0 \
    cts_num_sinks 233 \
    post-synth-top-count-cell "nor2_1" \
    met1Wirelength_um 13040 \
    fmax_mhz 318.2 \
    finalCritPeriodShare 0.6985 \
    place.gp.congestion 0.8991 \
    yosysUniqueCellTypes 76 \
    edf_count 33 \
]
registers in the layout, indices dropped and copies added (netlist names), 4 cells and up:
signal / count
znt: 4
keep_alive_cnt: 15
token_r: 16
sof_cnt: 16
crc16_cap: 16
ones_cnt: 6
state: 9
data_r: 64
pid_r: 8
sync_cnt: 4
dev_rst_cnt: 21
crc_inst.lfsr_q: 16
clk_cycle: 6
dznt: 8
cnt: 8
cell type report:
class	instances	area share
multi-input cells	892	0.4619
flip-flops and latches	233	0.3664
repair buffers	107	0.07429
clock buffers	39	0.05540
well taps	319	0.02869
inverters	37	0.01016
clock inverters	9	0.003148
where the power goes:
part           switching [mW]  internal [mW]
clock network           0.835           1.18
registers              0.0497           2.17
logic                   0.146          0.179
total                    1.03           3.52
through the flow:
stage,total power [mW],instance area [um^2],cells,hold WS [ns],setup WS [ns]
global route,4.726,13910,1636,0.4363,1.066
floorplan,2.450,11960,1235,0.3828,1.682
detailed placement,2.588,13100,1588,0.3981,1.365
finish,4.556,13910,1636,0.4069,1.357
CTS,4.612,13910,1636,0.4120,1.344
global placement,2.585,13100,1588,0.3915,1.385
worst reg2reg max path, stage by stage, from the launching register on:
cell     delay, ns
dfxtp_2       0.80
buf_4         0.37
mux4_2        0.54
mux2_2        0.27
nand2_1       0.07
a32oi_1       0.11
o21ai_1       0.41
and3_1        0.31
mux2i_1       0.19
cell usage in the layout (no fill, tap or decap), drive strengths merged, types with 20 or more instances in the layout:
master / instances
nand2: 88
dfxtp: 184
xnor2: 28
a21oi: 66
edfxtp: 33
o21ai: 56
mux2: 21
inv: 36
clkbuf: 39
nor2: 197
nand3: 51
buf: 20
clkdlybuf4s50: 87
mux2i: 103
mux4: 51
nor3: 27
layer usage:
layer	vias to the layer above	global-route usage
li1	4624	-
met1	4354	0.3863
met2	195	0.3867
met3	40	0.03384
met4	0	0.05322
met5	-	0
cell families (layout without fill, tap and decap cells):
kind of cell | Yosys count | count (layout) | share of synthesized area
compound gates | 204 | 204 | 0.1071
xor+xnor | 43 | 43 | 0.03212
fa+ha+maj | 16 | 16 | 0.01674
buf+inv | 110 | 192 | 0.03735
flops | 233 | 233 | 0.4261
mux | 175 | 175 | 0.2030
simple gates | 454 | 454 | 0.1776
worst max path at each step:
stage,from,end,slack (ns),cells past startpoint
5_1_grt,cnt[1],dm_o,1.07,7
4_1_cts,cnt[1],dm_o,1.34,8
6_report,cnt[1],dm_o,1.36,8
Power figures rest on the tool's default switching activity, not on a simulated workload.
